==> flow/design.v <==
module or_4(output y, input a, b, c, d);
	wire w1, w2;
	or or1(w1, a, b);
	or or2(w2, c, d);
	or or3(y, w1, w2);
endmodule
module is_zero(
	output wire result,
	input [31:0] i
);
	wire or_wire;
	or_32_to_1 or0(or_wire, i);
	not n(result, or_wire);
endmodule
module or_32_to_1(
	output wire result,
	input [31:0] i
);
   wire w0, w1, w2, w3, w4, w5, w6, w7, w8, w9;
   or_4 or0 (w0, i[0], i[1], i[2], i[3]);
   or_4 or1 (w1, i[4], i[5], i[6], i[7]);
   or_4 or2 (w2, i[8], i[9], i[10], i[11]);
   or_4 or3 (w3, i[12], i[13], i[14], i[15]);
   or_4 or4 (w4, i[16], i[17], i[18], i[19]);
   or_4 or5 (w5, i[20], i[21], i[22], i[23]);
   or_4 or6 (w6, i[24], i[25], i[26], i[27]);
   or_4 or7 (w7, i[28], i[29], i[30], i[31]);
   or_4 or8 (w8, w0, w1, w2, w3);
   or_4 or9 (w9, w4, w5, w6, w7);
   or or10(result, w8, w9);
endmodule
==> flow/run.sh <==
#!/bin/bash
# OpenROAD 26Q1-2900-gdf79404cd8, Yosys 0.63+post, stock flow scripts
make -C /OpenROAD-flow-scripts/flow DESIGN_CONFIG=/design/flow/config.mk WORK_HOME=/design/flow/orfs finish
==> flow/config.mk <==
export PLATFORM = sky130hd
export DESIGN_NAME = is_zero
export DESIGN_NICKNAME = is_zero
export VERILOG_FILES = /design/flow/design.v
export SDC_FILE = /design/flow/constraint.sdc
export NUM_CORES = 4
export LEC_CHECK = 1
export CORE_AREA = 10 10 70 70
export DIE_AREA = 0 0 80 80
==> flow/constraint.sdc <==
current_design is_zero

set clk_period 1.5
set clk_io_pct 0.2

create_clock -name clk0 -period $clk_period

set non_clock_inputs [all_inputs -no_clocks]
set_input_delay [expr $clk_period * $clk_io_pct] -clock clk0 $non_clock_inputs
set_output_delay [expr $clk_period * $clk_io_pct] -clock clk0 [all_outputs]
==> flow_metrics.tcl <==
# metrics dict for downstream scripts
set metrics [dict create \
    outcome "completed" \
    power.total_uw 74.9 \
    ys_area_um2 72.6 \
    layout-drive-gt1-share_pct 48.9 \
    antenna_cells 0 \
    synthesis.area_um2 72.6 \
    setup_viol 0 \
    drc 0 \
    fin_crit_ps 1410 \
    max_freq_mhz 709 \
    warnings 33 \
    grtUsageTotal_pct 2.77 \
    wl_per_cell_um 11.3 \
    leakagePower_nw 0.179 \
    grt_start_max_net_pins 2 \
    num_rows 21 \
    grt_pass1_vias 287 \
    antenna_found_initial 0 \
    port_buffers 33 \
    n_clock_buffer 0 \
    via_per_inst 2.88 \
    final_cell_count_no_fill 91 \
    n_fill_cell 400 \
    ir_drop_v 0.0000293 \
    io-pin-count 33 \
    synthCells 11 \
    cp_slowest_cell "nor4_2" \
    seqCellArea_um2 0 \
    drtAntennaViolNets 0 \
    seq_cells 0 \
    ys_cells 11 \
    core_um2 3420 \
    mostFrequentLayoutCell "clkdlybuf4s15_1" \
    ys_types 4 \
    postCtsSetupBuffers 0 \
    yosysSeqAreaShare_pct 0 \
    syn_area_per_cell_um2 6.60 \
    gp_congestion 0.867 \
    syn_to_final_growth_pct 534 \
    p_per_area_nw_per_um2 163 \
    finalHoldViolCount 0 \
    drv_cap 0 \
    gr-total-overflow 0 \
    drt_pass1_iterations 3 \
    final_cell_mix "11 x clkdlybuf4s15_1, 10 x clkbuf_2, 8 x dlygate4sd2_1" \
    slowest_delay_ps 280 \
    hold_path.class "primary input to output port" \
    critical_path_class "primary input to output port" \
    crit_arrival_ps 1110 \
    relSlewSlack_pct 84.1 \
    drv_slew 0 \
    initialDrtViolationCount 6 \
    fp_util_pct 2.12 \
    crit_chain "clkdlybuf4s15_1 -> nor4_2 -> nand4_1 -> nor2_1 -> buf_2" \
    crit_path_start_kind "primary input" \
    chipArea_um2 6400 \
    grt_pass1_wl_um 1440 \
    die_w_um 80 \
    required_ps 1200 \
    end_kind "output port" \
    rsz0062_at_grt "yes" \
    yosysWarnings 0 \
    wl_um 1030 \
    fin_crit_sh_pct 94.1 \
    dp_cells 91 \
    max_slew.worst_pin.slew_ps 236 \
    fin_util_pct 13.5 \
    route.vias.total 262 \
    hold_buffers 0 \
    die_y_um 80 \
    path_max_fanout 1 \
]
## power by group
group / total, mW / switching (mW) / internal, mW
clock: 0 / 0 / 0
sequential: 0 / 0 / 0
combinational: 0.0749 / 0.0238 / 0.0511
total: 0.0749 / 0.0238 / 0.0511
## cell families after synthesis
kind of cell	Yosys count	synth area share, %
AND/OR/NAND/NOR	11	100
## critical path: cells and delay by family
family        cells  cell delay [ps]
buf+inv           2              290
simple gates      3              530
## per-stage QoR
stage	hold slack (ps)	setup TNS [ps]	area, um^2	setup WS, ps
after global placement	1620	-649	468	-649
after detailed placement	1630	-645	468	-645
after global routing	989	-3.51	460	-3.51
after floorplan	696	0	72.6	478
after CTS	1050	0	472	0.0200
final	933	0	460	88.9
## layout make-up
type               count  area (um^2)  share of cell area [%]
multi-input cells     11          125                    27.2
well taps             46         57.6                    12.5
repair buffers        34          278                    60.3
## cells in the mapped netlist
master	n	area [um^2]
nand4_1	2	12.5
nor2_1	1	3.75
nor4_2	1	12.5
nor4_1	7	43.8
## path summary, 6_finish.rpt
check             from     end  depth (start not counted)
setup / recovery  i[9]  result                          5
hold / removal    i[3]  result                          5
## routing by layer
metal	part of all wire, %	track usage (%)	routed length, um
met5	0	0	0
met4	0	0	0
met3	20	1.93	205
met2	37	4.25	376
met1	43	3.30	446
## what timing repair did
| action | 4_1_cts | 5_1_grt |
|---|---|---|
| endpoints found under the setup margin | 1 | 1 |
| resized | 49 | 31 |
| pin swaps | 11 | 11 |
No activity file was given, so power comes from the tool's default toggle rates.
